--- /design/flow/design.v ---
module divmmc (
    input  wire [15:0] A,
    inout  wire [7:0]  D,
    input  wire        iorq,
    input  wire        mreq,
    input  wire        wr,
    input  wire        rd,
    input  wire        m1,
    input  wire        reset,
    input  wire        clock,     
    output wire        romcs,     
    output wire        romoe,     
    output wire        romwr,     
    output wire        ramoe,     
    output wire        ramwr,     
    output wire [5:0]  bankout,   
    output reg  [1:0]  card,          
    output reg         spi_clock,     
    output reg         spi_dataout,   
    input  wire        spi_datain,    
    input  wire        poweron,       
    input  wire        eprom,         
    output wire        mapcondout     
);
    localparam DIVIDE_CONTROL_PORT = 8'hE3;  
    localparam ZXMMC_CONTROL_PORT  = 8'hE7;
    localparam ZXMMC_SPI_PORT      = 8'hEB;
    localparam IDLE     = 2'd0;
    localparam SAMPLE   = 2'd1;
    localparam TRANSMIT = 2'd2;
    wire [7:0] address = A[7:0];
    reg  [5:0]  bank     = 6'b000000;
    reg         mapterm_r;
    reg         mapcond  = 1'b0;
    reg         conmem   = 1'b0;
    reg         mapram   = 1'b0;
    reg         automap  = 1'b0;
    wire        bank3;
    wire        mapterm;
    wire        map3DXX;
    wire        map1F00;
    wire        divideio;
    wire        zxmmcio;
    reg  [1:0]  transState = IDLE;
    reg  [3:0]  TState     = 4'b0000;
    reg  [7:0]  fromSDByte = 8'hFF;
    reg  [7:0]  toSDByte   = 8'hFF;
    reg  [7:0]  toCPUByte  = 8'hFF;
    assign bank3 = (bank == 6'b000011);
    assign mapterm = (A == 16'h0000) | (A == 16'h0008) | (A == 16'h0038) |
                     (A == 16'h0066) | (A == 16'h04C6) | (A == 16'h0562);
    assign map3DXX = (A[15:8] == 8'b00111101);          
    assign map1F00 = (A[15:3] != 13'b0001111111111);    
    assign divideio = ~(iorq == 1'b0 && wr == 1'b0 && m1 == 1'b1 &&
                        address == DIVIDE_CONTROL_PORT);
    assign zxmmcio  = ~(address == ZXMMC_CONTROL_PORT && iorq == 1'b0 &&
                        m1 == 1'b1 && wr == 1'b0);
    assign romoe = rd | A[15] | A[14] | A[13] |
                   (~conmem &  mapram) |
                   (~conmem & ~automap) |
                   (~conmem &  eprom);
    assign romwr = wr | A[13] | A[14] | A[15] | ~eprom | ~conmem;
    assign ramoe = rd | A[15] | A[14] |
                   (~A[13] & ~mapram) |
                   (~A[13] &  conmem) |
                   (~conmem & ~automap) |
                   (~conmem &  eprom & ~mapram);
    assign ramwr = wr | A[15] | A[14] | ~A[13] |
                   (~conmem &  mapram & bank3) |
                   (~conmem & ~automap) |
                   (~conmem &  eprom & ~mapram);
    assign romcs = (automap & ~eprom) | (automap & mapram) | conmem;
    assign bankout[0] = bank[0] |  ~A[13];
    assign bankout[1] = bank[1] |  ~A[13];
    assign bankout[2] = bank[2] &   A[13];
    assign bankout[3] = bank[3] &   A[13];
    assign bankout[4] = bank[4] &   A[13];
    assign bankout[5] = bank[5] &   A[13];
    always @(negedge mreq) begin
        if (m1 == 1'b0) begin
            mapcond <= mapterm | map3DXX | (mapcond & map1F00);
            automap <= mapcond | map3DXX;    
        end
    end
    assign mapcondout = mapcond;
    always @(negedge poweron or posedge divideio) begin
        if (poweron == 1'b0) begin
            bank   <= 6'b000000;
            mapram <= 1'b0;
            conmem <= 1'b0;
        end else begin
            bank[5:0] <= D[5:0];
            mapram    <= D[6] | mapram;    
            conmem    <= D[7];
        end
    end
    always @(negedge reset or posedge zxmmcio) begin
        if (reset == 1'b0) begin
            card[0] <= 1'b1;
            card[1] <= 1'b1;
        end else begin
            card[0] <= D[0];
            card[1] <= D[1];
        end
    end
    always @(negedge reset or negedge clock) begin
        if (reset == 1'b0) begin
            transState  <= IDLE;
            TState      <= 4'b0000;
            fromSDByte  <= 8'hFF;
            toSDByte    <= 8'hFF;
            toCPUByte   <= 8'hFF;
            spi_clock   <= 1'b0;    
            spi_dataout <= 1'b1;    
        end else begin
            case (transState)
                IDLE: begin
                    if (address == ZXMMC_SPI_PORT && iorq == 1'b0 && m1 == 1'b1)
                        transState <= SAMPLE;
                end
                SAMPLE: begin
                    if (wr == 1'b0)
                        toSDByte <= D;
                    transState <= TRANSMIT;
                end
                TRANSMIT: begin
                    TState <= TState + 1'b1;
                    if (TState < 4'd15) begin
                        if (TState[0] == 1'b1) begin
                            toSDByte   <= {toSDByte[6:0],   1'b1};
                            fromSDByte <= {fromSDByte[6:0], spi_datain};
                        end
                    end else begin
                        if (TState == 4'd15) begin
                            toCPUByte <= {fromSDByte[6:0], spi_datain};
                            if (address == ZXMMC_SPI_PORT && iorq == 1'b0 &&
                                m1 == 1'b1 && wr == 1'b0) begin
                                toSDByte   <= D;
                                transState <= TRANSMIT;
                            end else begin
                                transState <= IDLE;
                            end
                        end
                    end
                end
                default: ;
            endcase
            spi_clock   <= TState[0];     
            spi_dataout <= toSDByte[7];   
        end
    end
    assign D = ((address == ZXMMC_SPI_PORT) && (iorq == 1'b0) &&
                (rd == 1'b0) && (m1 == 1'b1)) ? toCPUByte : 8'bz;
endmodule
--- /design/flow/run.sh ---
#!/bin/bash
# OpenROAD 26Q1-2900-gdf79404cd8, Yosys 0.63+post, stock flow scripts
make -C /OpenROAD-flow-scripts/flow DESIGN_CONFIG=/design/flow/config.mk WORK_HOME=/design/flow/orfs finish
--- /design/flow/config.mk ---
export PLATFORM = sky130hd
export DESIGN_NAME = divmmc
export DESIGN_NICKNAME = divmmc
export VERILOG_FILES = /design/flow/design.v
export SDC_FILE = /design/flow/constraint.sdc
export NUM_CORES = 4
export LEC_CHECK = 1
export CORE_UTILIZATION = 30
--- /design/flow/constraint.sdc ---
current_design divmmc

set clk_period 2.8
set clk_io_pct 0.2

create_clock -name clk0 -period $clk_period [get_ports {clock}]
create_clock -name clk1 -period $clk_period [get_ports {mreq}]

set non_clock_inputs [all_inputs -no_clocks]
set_input_delay [expr $clk_period * $clk_io_pct] -clock clk0 $non_clock_inputs
set_output_delay [expr $clk_period * $clk_io_pct] -clock clk0 [all_outputs]
==> flow_summary.toml <==
# yosys + openroad results
[status]
status = "did not finish"
haltStage = "clock tree synthesis (4_1_cts)"
tool.error = "[error] [KeplerFormal.cpp:679] Workflow failed: Iso has multiple drivers: .D0, D[0]$_DFFE_NN1P_.Q0"

[die]
dieWidth_um = 85.2
fp_util_pct = 31.8
placementRows = 29
ios = 50
die_h_um = 85.2

[cts]
postCtsHoldBufs = 0
cts_setup_buffers = 18
cts_resized = 134

[yosys]
ys_seq_share_pct = 53.9
yosys_area_mm2 = 0.00208
ys_cells = 164
ys_ff = 43
synth-edff-count = 2
netlist_area_mm2 = 0.00208
syn-instance-count = 164
synth_top_flop_cell = "dfstp_2"
avgSynthCellArea_um2 = 12.7
yosys_warnings = 2
async_flop_share_pct = 95.3
synth.distinct_cells = 46

[sta]
unclocked_regs = 10
unconstrained_endpoints = 12

[placed_design]
place_ws_ps = -1130
post_dp_cell_area_mm2 = 0.00283
dp_hpwl_mm = 3.36
port_buffers = 40
gp_congestion = 0.804
==> cells by family after synthesis <==
family	count (synthesis)	synth area share (%)
buffers and inverters	9	1.75
AOI/OAI and AO/OA	13	5.18
adders and majority gates	5	3.01
muxes	34	18.4
and+or+nand+nor	57	16.5
xor gates and xnor gates	3	1.27
DFF	43	53.9
==> Yosys cell counts (2+ instances only) <==
cell      count  area share (%)
edfxtp_1      2             2.9
o21ai_0       2            0.48
xnor2_1       2            0.84
nor2_1        9             1.6
nand2_1       8             1.4
ha_1          5             3.0
nand4b_1      3             1.3
or4_1         2            0.72
dfrtn_1      15              18
dfstp_2      26              33
inv_1         6             1.1
and2_1        4             1.2
nor3_1        4            0.96
nand2b_1      6             1.8
o41ai_1       2            0.84
buf_2         2            0.48
nor4_1        3            0.90
mux2_2       32              17
nand3_1       4            0.96
==> metrics by stage <==
step                TNS [ps]  std cells
detailed placement    -13360        306
global placement      -13600        306
floorplan              -3580        164
